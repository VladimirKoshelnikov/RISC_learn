`flow/config.mk`:
```
export PLATFORM = sky130hd
export DESIGN_NAME = mux_bus_2_1
export DESIGN_NICKNAME = mux_bus_2_1
export VERILOG_FILES = /design/flow/design.v
export SDC_FILE = /design/flow/constraint.sdc
export NUM_CORES = 4
export LEC_CHECK = 1
export CORE_AREA = 10 10 70 70
export DIE_AREA = 0 0 80 80
```
`flow/constraint.sdc`:
```
current_design mux_bus_2_1

set clk_period 1.0
set clk_io_pct 0.2

create_clock -name clk0 -period $clk_period

set non_clock_inputs [all_inputs -no_clocks]
set_input_delay [expr $clk_period * $clk_io_pct] -clock clk0 $non_clock_inputs
set_output_delay [expr $clk_period * $clk_io_pct] -clock clk0 [all_outputs]
```
`flow/design.v`:
```
module mux_bus_2_1 #(
    parameter BUS_WIDTH = 32
) (
    input bit[BUS_WIDTH - 1 : 0] in_a,
    input bit[BUS_WIDTH - 1 : 0] in_b,
    input bit s,
    output bit[BUS_WIDTH - 1 : 0] out
);
    assign out = s ? in_b : in_a;
endmodule
```
`flow/run.sh`:
```
#!/bin/bash
# OpenROAD 26Q1-2900-gdf79404cd8, Yosys 0.63+post, stock flow scripts
make -C /OpenROAD-flow-scripts/flow DESIGN_CONFIG=/design/flow/config.mk WORK_HOME=/design/flow/orfs finish
```
==> reports/results.tsv <==
stage	metric	value	unit
run_status	status	finished, violations left	
run_status	violations	setup timing	
floorplan	die_y	80	um
floorplan	num_io_pins	97	
layout	flop-count	0	
layout	syn2layout_area_growth	212	%
worst_setup_path	critPathArrivalTime	0.98	ns
worst_setup_path	cp.required	0.80	ns
timing	rsz0062_at_grt	yes	
worst_setup_path	cp_max_fo	7	
worst_setup_path	cpPeakStageDelay	0.30	ns
detailed_routing	drtPass1Iterations	2	
layout	combGateArea	480	sq um
synthesis	muxShareOfSynthArea	0.869	
timing	finalWorstSetupSlack	-0.175	ns
timing	period_used_share	1.18	
floorplan	rows	21	
detailed_routing	vias	730	
detailed_routing	drc	0	
synthesis	synth_seq_share	0	
timing	max_freq	851	MHz
hold_path	hold_class	input pin to primary output	
worst_setup_path	crit_chain	buf_12 > buf_12 > buf_8 > mux2_4 > buf_6	
detailed_routing	insertedDiodeCount	0	
floorplan	core	3420	sq um
timing	final_hold_viol_count	0	
synthesis	synth.area.top_cells	mux2_4, buf_12, mux2_2, buf_6	
placed_design	place_congestion	0.760	
synthesis	ys_sh_adder	0	
floorplan	initCoreUtil	0.159	
layout	fin_util	0.497	
layout	fin_cells	192	
global_route	grt_pass1_wl	4150	um
worst_setup_path	cp_common_cell	buf_12	
worst_setup_path	cp_top_family	buffers and inverters	
pwr	p_leak	0.990	nW
synthesis	syn_area	544	sq um
placed_design	numPortBuffers	97	
pwr	p_seq_frac	0	
synthesis	topCombFamilyByArea	multiplexers	
worst_setup_path	setup.worst_path.end_class	primary output	
synthesis	compound_area_frac	0	
floorplan	die_x	80	um
pwr	p_comb_frac	1.000	
run	cap_violations	0	
synthesis	synth_cell_types	4	
global_route	grt_use_total	0.0787	
synthesis	ys_cells	36	
global_route	antenna_found_initial	0	
layout	final.clkbuf_count	0	
pwr	p_sw_frac	0.213	
detailed_routing	drt_iter0_markers	4	
detailed_routing	routed_wl	2850	um
synthesis	yosys_area	544	sq um
layout	ff_latch_area	0	sq um
layout	fillers	327	
timing	setup_viol	32	
worst_setup_path	slowest_stage	mux2_4	
hold_path	min_from	in_a[24]	
synthesis	synthCells	36	
synthesis	yosys_warnings	0	
placed_design	hpwl	2400	um
pwr	peakVddDrop	0.173	mV
global_route	overflow	0	
timing	worst_pin_slew	0.0611	ns
pwr	p_clk_frac	0	
synthesis	top_area_cell	mux2_4	
layout	drive_gt1_frac	0.562	
detailed_routing	avgRoutedWirePerCell	14.8	um
global_route	grt_pass1_vias	824	
detailed_routing	ant_nets	0	
pwr	power_density	389	nW/um^2
worst_setup_path	startpoint_type	input pin	
synthesis	ys_sh_simple	0	
synthesis	ys_sh_xor	0	
pwr	power.internal	0.519	mW
timing	maxSlewHeadroom	0.959	
worst_setup_path	path_class	input pin to primary output	
floorplan	dieArea	6400	sq um
global_route	grt_max_degree	8	
synthesis	avgSynthCellArea	15.1	sq um
timing	min_period	1.18	ns
timing	maxSlewViolCount	0	
synthesis	top_area_frac	0.828	
worst_setup_path	setup.worst_path.start	s	
run	warnings	34	
detailed_routing	avgViaCountPerCell	3.80	
worst_setup_path	crit_buf_inv	4	
pwr	p_sw	0.141	mW
placed_design	placed_cells	177	
placed cells by master (no fill, tap or decap), drive strengths merged:
cell	count
buf	50
dlygate4sd2	40
mux2	32
dlymetal6s2s	14
clkdlybuf4s50	10
area by class of cell:
type	count	share of cell area
Timing Repair Buffer	114	0.683
Tap cell	46	0.0339
Multi-Input combinational cell	32	0.283
worst min-delay path, stage by stage:
cell and delay (ns):
dlymetal6s2s_1 0.08, mux2_4 0.13, buf_2 0.08
power groups by stage:
stage                 Clock, mW  Sequential [mW]  Combinational (mW)
after CTS                     0                0               0.644
after global routing          0                0               0.706
final                         0                0               0.660
through the flow:
stage | worst slack, ns | power (mW) | area [sq um] | hold slack (ns) | TNS, ns
after floorplan | 0.0669 | 0.206 | 544 | 0.498 | 0
after global placement | -0.492 | 0.654 | 1540 | 1.33 | -15.25
after detailed placement | -0.497 | 0.655 | 1540 | 1.33 | -15.27
after CTS | -0.178 | 0.644 | 1610 | 0.800 | -5.20
after global routing | -0.194 | 0.706 | 1700 | 0.714 | -5.62
final | -0.175 | 0.660 | 1700 | 0.694 | -5.03
synth_stat cells, drive strengths merged:
library cell,number
buf,4
mux2,32
timing repair:
action                     in CTS  in global routing
cloned                          1                  0
setup endpoints to repair      32                 32
gates resized                 170                 23
setup buffers                  14                  0
hold buffers                    0                  0
path summary, 6_finish.rpt:
path / to / slack, ns / cells after the start
max: out[31] / -0.18 / 5
min: out[24] / 0.69 / 3
cells by family after synthesis:
logic type / after synthesis
buffers and inverters: 4
multiplexers: 32
layer usage:
layer | wire (um) | GRT usage | part of all wire | up-vias
met2 | 1390 | 0.143 | 0.49 | 51
met3 | 313 | 0.0307 | 0.11 | 0
li1 | - | - | - | 362
met5 | 0 | 0 | 0 | -
met1 | 1140 | 0.0897 | 0.40 | 317
met4 | 0 | 0 | 0 | 0
Power and IR drop assume default switching activity.
