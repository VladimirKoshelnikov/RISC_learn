==> config.mk <==
export PLATFORM = sky130hd
export DESIGN_NAME = rf
export DESIGN_NICKNAME = rf
export VERILOG_FILES = /design/flow/design.v
export SDC_FILE = /design/flow/constraint.sdc
export NUM_CORES = 4
export LEC_CHECK = 1
export CORE_UTILIZATION = 40
==> constraint.sdc <==
current_design rf

set clk_period 8.6
set clk_io_pct 0.2

create_clock -name clk0 -period $clk_period [get_ports {clk}]

set non_clock_inputs [all_inputs -no_clocks]
set_input_delay [expr $clk_period * $clk_io_pct] -clock clk0 $non_clock_inputs
set_output_delay [expr $clk_period * $clk_io_pct] -clock clk0 [all_outputs]
==> design.v <==
module rf #(
    parameter REGISTER_ADDRESS_WIDTH    = 5,
    parameter REGISTER_ADDRESS_DEPTH    = 32,
    parameter DATA_WIDTH                = 32
) (
    input   bit clk,
    input   bit a_reset_n,
    input   bit we,
    input   bit [REGISTER_ADDRESS_WIDTH - 1 : 0] address1,
    input   bit [REGISTER_ADDRESS_WIDTH - 1 : 0] address2,
    input   bit [REGISTER_ADDRESS_WIDTH - 1 : 0] address3,
    output  bit [DATA_WIDTH - 1 : 0] read_data_1,
    output  bit [DATA_WIDTH - 1 : 0] read_data_2,
    input   bit [DATA_WIDTH - 1 : 0] write_data
);
    bit [REGISTER_ADDRESS_DEPTH - 1 : 0] [DATA_WIDTH - 1: 0] RF_DATA ;    
    always_comb begin
        read_data_1 <= RF_DATA[address1];
        read_data_2 <= RF_DATA[address2];
    end
    always_ff @(posedge clk, negedge a_reset_n) begin
        if (~a_reset_n)  begin
            RF_DATA <= 'b0;
        end
        else begin
            if (we & address3 != 0 ) RF_DATA[address3] <= write_data;
        end 
    end
endmodule
==> run.sh <==
#!/bin/bash
# OpenROAD 26Q1-2900-gdf79404cd8, Yosys 0.63+post, stock flow scripts
make -C /OpenROAD-flow-scripts/flow DESIGN_CONFIG=/design/flow/config.mk WORK_HOME=/design/flow/orfs finish
==> results_dict.tcl <==
# flow metrics
set metrics [dict create \
    synthTopCellsByArea "dfrtp_1 (47%), mux2i_1 (19%), nand2_1 (5.7%)" \
    die_height_um 370 \
    synth_cell_types 51 \
    portBuffers 113 \
    drive_gt1_share_pct 10.2 \
    synth_area_per_cell_um2 10.1 \
    synth-edff-count 0 \
    reg_top3 "RF_DATA: 1024 flops" \
    drc 0 \
    synth_cells 5373 \
    powerDensity_mw_per_mm2 243 \
    reg2reg_slack_ns 7.79 \
    grt_usage_pct 29.4 \
    hold_slack_ns 0.400 \
    antenna_found_initial 5 \
    wire_per_inst_um 27.6 \
    rr_startpoint "RF_DATA[781]$_DFFE_PN0P_" \
    openroad.warnings 44 \
    overflow 0 \
    p_leak_nw 28.3 \
    synth_top_area_share_pct 47.2 \
    firstDrtPassIters 7 \
    grt_pass1_wl_mm 287 \
    tns_ns 0 \
    cp-start-kind "input port" \
    synth.cell_area_mm2 0.0543 \
    setup_violations 0 \
    ys_cells 5373 \
    synthArstFlopShare_pct 100 \
    initial_core_util_pct 40.5 \
    peakVddDrop_v 0.000162 \
    tightest_slew_ns 1.10 \
    maxSlewHeadroom_pct 26.5 \
    viasPerCell 6.09 \
    rsz0062_at_grt "false" \
    drtIter0Drc 3461 \
    top_cells_by_count "dfrtp_1 (1,024), mux2i_1 (1,024), nand2_1 (828), o21ai_0 (482), clkbuf_1 (346)" \
    placed_cells 6834 \
    die_w_um 370 \
    min_period_over_period_pct 78.1 \
    post_cts_buffers 0 \
    hp-class "reg2reg" \
    ys_ff 1024 \
    ff_type "dfrtp_1" \
    final_cells 7038 \
    crit_start "address2[2]" \
    tritoncts "done" \
    hpwl_mm 109 \
    clock_latency_ns 0.72 \
    numCtsBuffers 107 \
    largest_reg_flops 1024 \
    skew_ns 0 \
    rr_worst_depth 1 \
    grt_pass1_vias 42100 \
    status "complete, no violations" \
    timing.fmax_ghz 0.149 \
    num-fill-cells 12200 \
    core.rowCount 134 \
    min_period_ns 6.71 \
    hold_buffers 0 \
    clockBufferDepth 3 \
    timing.rr.end "RF_DATA[781]$_DFFE_PN0P_" \
    fin_total_pwr_mw 14.7 \
    ys_chip_area_mm2 0.0543 \
    htree_levels 3 \
    maxCapViolCount 0 \
    grt_max_degree 126 \
    finalWirelength_mm 194 \
    top_area_cell "dfrtp_1" \
    final_max_slew_viol_count 0 \
    critPathMaxFanout 75 \
    cp_data_arrival_time_ns 4.99 \
    num_vias 42900 \
    setup.worst_path.end "read_data_2[30]" \
    hold_viol 0 \
    crit_path_end_kind "output pin" \
    ant_nets 0 \
    regMostFlops "RF_DATA" \
    worst-setup-path-type "in2out" \
    crit_required_ns 6.88 \
    cts_sinks 1024 \
    ys_seq_share_pct 47.2 \
    cts_resized 0 \
    globalplace.congestion 0.884 \
    core_area_mm2 0.134 \
    yosysWarnings 1 \
    syn_to_final_growth_pct 11.5 \
    clk_pin_slew_ns 0.06 \
    die_area_mm2 0.137 \
    ios 114 \
    cts-root-buf "clkbuf_16" \
]
layer usage:
layer | vias to the layer above | global-route usage, % | routed length, µm
met5 | - | 0.0699 | 55
met4 | 8 | 8.65 | 7080
met3 | 381 | 11.3 | 21400
met2 | 1933 | 41.5 | 83800
met1 | 21500 | 43.1 | 81800
li1 | 19100 | - | -
power by group:
| part | leakage [nW] | internal (mW) | total, mW | switching [mW] |
|---|---|---|---|---|
| Combinational | 13.0 | 1.43 | 3.01 | 1.57 |
| Sequential | 13.4 | 5.92 | 6.75 | 0.833 |
| Clock | 1.85 | 2.88 | 4.95 | 2.07 |
cell usage in the layout, fill, tap and decap left out, types with 99 or more instances in the layout:
cell             count
a21oi_1            194
a22o_1             345
a22oi_1            193
buf_4               99
clkbuf_16          107
clkdlybuf4s50_1    110
dfrtp_1           1024
mux2_2             174
mux2i_1           1024
nand2_1            819
nand3_1            196
o21ai_0            482
o21ai_1            108
metrics by stage:
stage                     utilization [%]  setup slack [ns]  cell area (µm²)
after global routing                 45.2              1.89            60500
final                                45.2              1.89            60500
after floorplan                         -              3.76            54300
after global placement               42.4              2.10            56800
after CTS                            45.2              2.06            60500
after detailed placement             42.4              2.08            56800
logic make-up (layout without fill, tap and decap cells):
group	after synthesis	after routing	synth area share, %
multiplexers	1210	1210	22.8
adder cells (fa/ha/maj)	2	2	0.0461
AND/OR/NAND/NOR	1192	1192	9.33
other	0	5	0
flip-flops	1024	1024	47.2
XOR/XNOR	2	2	0.0461
buffers and inverters	548	440	4.27
AND-OR/OR-AND	1395	1395	16.3
layout make-up:
type	count	area, µm²	share of cell area [%]
inverters	5	18.8	0.0310
repair buffers	236	2370	3.92
clock inverters	49	637	1.05
multi-input cells	3801	26500	43.9
well taps	1768	2210	3.66
diodes	5	12.5	0.0207
clock buffers	150	3100	5.12
flip-flops and latches	1024	25600	42.3
worst min path at each step:
stage	start	endpoint	slack (ns)	depth (start not counted)
after global routing	RF_DATA[0]$_DFFE_PN0P_	RF_DATA[0]$_DFFE_PN0P_	0.41	0
after CTS	RF_DATA[1]$_DFFE_PN0P_	RF_DATA[1]$_DFFE_PN0P_	0.40	0
final	RF_DATA[1]$_DFFE_PN0P_	RF_DATA[1]$_DFFE_PN0P_	0.40	0
critical path, cell delays in order:
cell	delay [ns]
clkdlybuf4s50_1	0.63
and2_4	0.59
buf_12	0.47
a22o_1	0.26
nor3_1	0.05
a31oi_1	0.40
nand3_1	0.25
clkdlybuf4s50_1	0.46
No activity file was given, so power comes from the tool's default toggle rates.
